===== run.sh =====
#!/bin/bash
# OpenROAD 26Q1-2900-gdf79404cd8, Yosys 0.63+post, stock flow scripts
make -C /OpenROAD-flow-scripts/flow DESIGN_CONFIG=/design/flow/config.mk WORK_HOME=/design/flow/orfs finish

===== config.mk =====
export PLATFORM = sky130hd
export DESIGN_NAME = DCT
export DESIGN_NICKNAME = DCT
export VERILOG_FILES = /design/flow/design.v
export SDC_FILE = /design/flow/constraint.sdc
export NUM_CORES = 4
export LEC_CHECK = 1
export CORE_UTILIZATION = 40

===== constraint.sdc =====
current_design DCT

set clk_period 34.5
set clk_io_pct 0.2

create_clock -name clk0 -period $clk_period [get_ports {clk}]

set non_clock_inputs [all_inputs -no_clocks]
set_input_delay [expr $clk_period * $clk_io_pct] -clock clk0 $non_clock_inputs
set_output_delay [expr $clk_period * $clk_io_pct] -clock clk0 [all_outputs]

===== design.v =====
`timescale 1 ns / 10 ps
module DCT #(
    parameter INPUT_WIDTH      = 9,
    parameter INTERNAL_WIDTH   = 12,    
    parameter MID_WIDTH        = 18,    
    parameter OUTPUT_WIDTH     = 18     
)(
    input wire clk,
    input wire rst_n,
    input wire signed [INPUT_WIDTH-1:0] x0, x1, x2, x3, x4, x5, x6, x7,
    output wire signed [OUTPUT_WIDTH-1:0] z0, z1, z2, z3, z4, z5, z6, z7,
    output reg ready
);
    wire signed [INTERNAL_WIDTH-1:0] row_in [0:7];
    assign row_in[0] = {{(INTERNAL_WIDTH-INPUT_WIDTH){x0[INPUT_WIDTH-1]}}, x0};
    assign row_in[1] = {{(INTERNAL_WIDTH-INPUT_WIDTH){x1[INPUT_WIDTH-1]}}, x1};
    assign row_in[2] = {{(INTERNAL_WIDTH-INPUT_WIDTH){x2[INPUT_WIDTH-1]}}, x2};
    assign row_in[3] = {{(INTERNAL_WIDTH-INPUT_WIDTH){x3[INPUT_WIDTH-1]}}, x3};
    assign row_in[4] = {{(INTERNAL_WIDTH-INPUT_WIDTH){x4[INPUT_WIDTH-1]}}, x4};
    assign row_in[5] = {{(INTERNAL_WIDTH-INPUT_WIDTH){x5[INPUT_WIDTH-1]}}, x5};
    assign row_in[6] = {{(INTERNAL_WIDTH-INPUT_WIDTH){x6[INPUT_WIDTH-1]}}, x6};
    assign row_in[7] = {{(INTERNAL_WIDTH-INPUT_WIDTH){x7[INPUT_WIDTH-1]}}, x7};
    wire signed [MID_WIDTH-1:0] row_out [0:7];
    DCT1D #(
        .INPUT_WIDTH (INTERNAL_WIDTH),
        .OUTPUT_WIDTH(MID_WIDTH)
    ) ROW_DCT (
        .clk(clk), 
        .rst_n(rst_n),
        .valid_in(1'b1),    
        .x0(row_in[0]), .x1(row_in[1]), .x2(row_in[2]), .x3(row_in[3]),
        .x4(row_in[4]), .x5(row_in[5]), .x6(row_in[6]), .x7(row_in[7]),
        .z0(row_out[0]), .z1(row_out[1]), .z2(row_out[2]), .z3(row_out[3]),
        .z4(row_out[4]), .z5(row_out[5]), .z6(row_out[6]), .z7(row_out[7]),
        .ready() 
    );
    localparam TIME_ROW_START  = 14;    
    localparam TIME_COL_START  = 26;    
    localparam TIME_READY      = 33;    
    reg [45:0] timer;
    always @(posedge clk or negedge rst_n) begin
        if (!rst_n) 
            timer <= 46'd0;
        else       
            timer <= {timer[44:0], 1'b1};
    end
    wire en_buf1     = timer[TIME_ROW_START];    
    wire en_buf2     = timer[TIME_COL_START];    
    wire ready_pulse = timer[TIME_READY];        
    reg signed [MID_WIDTH-1:0] mem1 [0:1][0:7][0:7];    
    reg [2:0] cnt1;    
    reg bank1;         
    always @(posedge clk or negedge rst_n) begin
        if (!rst_n) begin 
            cnt1 <= 3'd0;
            bank1 <= 1'b0; 
        end else if (en_buf1) begin
            mem1[bank1][cnt1][0] <= row_out[0];
            mem1[bank1][cnt1][1] <= row_out[1];
            mem1[bank1][cnt1][2] <= row_out[2];
            mem1[bank1][cnt1][3] <= row_out[3];
            mem1[bank1][cnt1][4] <= row_out[4];
            mem1[bank1][cnt1][5] <= row_out[5];
            mem1[bank1][cnt1][6] <= row_out[6];
            mem1[bank1][cnt1][7] <= row_out[7];
            if (cnt1 == 3'd7) begin
                cnt1 <= 3'd0;
                bank1 <= ~bank1;    
            end
            else cnt1 <= cnt1 + 3'd1;
        end
    end
    reg signed [17:0] col_in [0:7];
    always @(*) begin
        col_in[0] = mem1[~bank1][0][cnt1];
        col_in[1] = mem1[~bank1][1][cnt1];
        col_in[2] = mem1[~bank1][2][cnt1];
        col_in[3] = mem1[~bank1][3][cnt1];
        col_in[4] = mem1[~bank1][4][cnt1];
        col_in[5] = mem1[~bank1][5][cnt1];
        col_in[6] = mem1[~bank1][6][cnt1];
        col_in[7] = mem1[~bank1][7][cnt1];
    end
    wire signed [OUTPUT_WIDTH-1:0] col_out [0:7];
    DCT1D #(
        .INPUT_WIDTH (MID_WIDTH),      
        .OUTPUT_WIDTH(OUTPUT_WIDTH)   
    ) COL_DCT (
        .clk(clk), 
        .rst_n(rst_n),
        .valid_in(1'b1),    
        .x0(col_in[0]), .x1(col_in[1]), .x2(col_in[2]), .x3(col_in[3]),
        .x4(col_in[4]), .x5(col_in[5]), .x6(col_in[6]), .x7(col_in[7]),
        .z0(col_out[0]), .z1(col_out[1]), .z2(col_out[2]), .z3(col_out[3]),
        .z4(col_out[4]), .z5(col_out[5]), .z6(col_out[6]), .z7(col_out[7]),
        .ready()
    );
    reg signed [OUTPUT_WIDTH-1:0] mem2 [0:1][0:7][0:7];    
    reg [2:0] cnt2;    
    reg bank2;         
    always @(posedge clk or negedge rst_n) begin
        if(!rst_n) begin 
            cnt2 <= 3'd0; 
            bank2 <= 1'b0; 
        end else if (en_buf2) begin
            mem2[bank2][cnt2][0] <= col_out[0];
            mem2[bank2][cnt2][1] <= col_out[1];
            mem2[bank2][cnt2][2] <= col_out[2];
            mem2[bank2][cnt2][3] <= col_out[3];
            mem2[bank2][cnt2][4] <= col_out[4];
            mem2[bank2][cnt2][5] <= col_out[5];
            mem2[bank2][cnt2][6] <= col_out[6];
            mem2[bank2][cnt2][7] <= col_out[7];
            if (cnt2 == 3'd7) begin
                cnt2 <= 3'd0;
                bank2 <= ~bank2;    
            end else 
                cnt2 <= cnt2 + 3'd1;
        end
    end
    assign z0 = mem2[~bank2][0][cnt2];
    assign z1 = mem2[~bank2][1][cnt2];
    assign z2 = mem2[~bank2][2][cnt2];
    assign z3 = mem2[~bank2][3][cnt2];
    assign z4 = mem2[~bank2][4][cnt2];
    assign z5 = mem2[~bank2][5][cnt2];
    assign z6 = mem2[~bank2][6][cnt2];
    assign z7 = mem2[~bank2][7][cnt2];
    always @(posedge clk or negedge rst_n) begin
        if (!rst_n) 
            ready <= 1'b0;
        else      
            ready <= ready_pulse;
    end
endmodule
module DCT1D #(
    parameter INPUT_WIDTH    = 9,      
    parameter OUTPUT_WIDTH   = 18,    
    parameter SHIFT_BITS     = 14     
)(
    input clk,
    input rst_n,
    input valid_in,    
    input wire signed [INPUT_WIDTH-1:0] x0, x1, x2, x3, x4, x5, x6, x7,
    output reg signed [OUTPUT_WIDTH-1:0] z0, z1, z2, z3, z4, z5, z6, z7,
    output ready    
);
    localparam COEFF_W = 16;    
    localparam signed [15:0] C1 = 16'sd8035;   
    localparam signed [15:0] C2 = 16'sd7571;   
    localparam signed [15:0] C3 = 16'sd6816;   
    localparam signed [15:0] C4 = 16'sd5793;   
    localparam signed [15:0] C5 = 16'sd4548;   
    localparam signed [15:0] C6 = 16'sd3140;   
    localparam signed [15:0] C7 = 16'sd1597;   
    localparam S1_W = INPUT_WIDTH + 2;
    localparam S1_D = INPUT_WIDTH + 1;
    reg signed [S1_W-1:0] e0, e1, e2, e3;
    reg signed [S1_D-1:0] d07, d16, d25, d34;
    always @(posedge clk or negedge rst_n) begin
        if(!rst_n) begin
            e0 <= 0; e1 <= 0; e2 <= 0; e3 <= 0;
            d07 <= 0; d16 <= 0; d25 <= 0; d34 <= 0;
        end else if (valid_in) begin
            e0 <= (x0 + x7) + (x3 + x4);
            e1 <= (x1 + x6) + (x2 + x5);
            e2 <= (x0 + x7) - (x3 + x4);
            e3 <= (x1 + x6) - (x2 + x5);
            d07  <= x0 - x7;
            d16  <= x1 - x6;
            d25  <= x2 - x5;
            d34  <= x3 - x4;
        end
    end
    localparam S2_W = COEFF_W + S1_W;
    reg signed [S2_W-1:0] a0, a1, a2, a3, a4, a5;
    reg signed [S2_W-1:0] b0, b1, b2, b3, b4, b5, b6, b7;
    reg signed [S2_W-1:0] b8, b9, b10, b11, b12, b13, b14, b15;
    always @(posedge clk or negedge rst_n) begin
        if(!rst_n) begin
            a0 <= 0; a1 <= 0; a2 <= 0; a3 <= 0;
            b0 <= 0; b1 <= 0; b2 <= 0; b3 <= 0;
            b4 <= 0; b5 <= 0; b6 <= 0; b7 <= 0;
            b8 <= 0; b9 <= 0; b10 <= 0; b11 <= 0;
            b12 <= 0; b13 <= 0; b14 <= 0; b15 <= 0;
        end else begin
            a0 <= e0 * C4;
            a1 <= e1 * C4;
            a2 <= e2 * C2;
            a3 <= e3 * C6;
            a4 <= e2 * C6;
            a5 <= e3 * C2;
            b0 <= d07 * C1;
            b1 <= d16 * C3;
            b2 <= d25 * C5;
            b3 <= d34 * C7;
            b4 <= d07 * C3;
            b5 <= d16 * C7;
            b6 <= d25 * C1;
            b7 <= d34 * C5;
            b8 <= d07 * C5;
            b9 <= d16 * C1;
            b10 <= d25 * C7;
            b11 <= d34 * C3;
            b12 <= d07 * C7;
            b13 <= d16 * C5;
            b14 <= d25 * C3;
            b15 <= d34 * C1;
        end
    end
    localparam S3_W = S2_W + 2;
    reg signed [S3_W-1:0] m0, m2, m4, m6;
    reg signed [S3_W-1:0] m1, m3, m5, m7;
    always @(posedge clk or negedge rst_n) begin
        if (!rst_n) begin
            m0 <= 0; m4 <= 0; m2 <= 0; m6 <= 0;
            m1 <= 0; m3 <= 0; m5 <= 0; m7 <= 0;
        end else begin
            m0 <= a0 + a1;
            m2 <= a2 + a3;
            m4 <= a0 - a1;
            m6 <= a4 - a5;
            m1 <= b0 + b1 + b2 + b3;
            m3 <= b4 - b5 - b6 - b7;
            m5 <= b8 - b9 + b10 + b11;
            m7 <= b12 - b13 + b14 - b15;
        end
    end
    wire signed [OUTPUT_WIDTH-1:0] w0 = m0 >>> SHIFT_BITS;
    wire signed [OUTPUT_WIDTH-1:0] w4 = m4 >>> SHIFT_BITS;
    wire signed [OUTPUT_WIDTH-1:0] w2 = m2 >>> SHIFT_BITS;
    wire signed [OUTPUT_WIDTH-1:0] w6 = m6 >>> SHIFT_BITS;
    wire signed [OUTPUT_WIDTH-1:0] w1 = m1 >>> SHIFT_BITS;
    wire signed [OUTPUT_WIDTH-1:0] w3 = m3 >>> SHIFT_BITS;
    wire signed [OUTPUT_WIDTH-1:0] w5 = m5 >>> SHIFT_BITS;
    wire signed [OUTPUT_WIDTH-1:0] w7 = m7 >>> SHIFT_BITS;
    always @(posedge clk or negedge rst_n) begin
        if (!rst_n) begin
            z0 <= 0; z1 <= 0; z2 <= 0; z3 <= 0;
            z4 <= 0; z5 <= 0; z6 <= 0; z7 <= 0;
        end else begin
            z0 <= w0;
            z1 <= w1;
            z2 <= w2;
            z3 <= w3;
            z4 <= w4;
            z5 <= w5;
            z6 <= w6;
            z7 <= w7;
        end
    end
reg [3:0] vpipe;    
always @(posedge clk or negedge rst_n) begin
    if (!rst_n)
        vpipe <= 4'b0000;
    else
        vpipe <= {vpipe[2:0], valid_in};    
end
assign ready = vpipe[3];
endmodule

==> results.yml <==
# generated from flow reports
clock_network:
  insertion_delay_ns: 1.21
  h-tree-depth: 6
  path_clk_slew_ns: 0.06
  post_cts_buffers: 0
  root_buffer: "clkbuf_16"
  ctsResizeCount: 0
  clk_path_buf_depth: 5
  cts_tree: "yes"
  numCtsBuffers: 709
  cts.sinks: 6563
  cts_hold_buffers: 0
setup_path:
  critPathLaunchType: "register"
  crit_chain: "buf_4 -> nor2_1 -> and2_4 -> buf_4 -> buf_4 -> a222oi_1 -> a21boi_0 -> a41oi_1 -> clkdlybuf4s50_1"
  crit_type: "reg2out"
  slowest_delay_ns: 0.80
  crit_path_max_fanout: 48
  crit_slowest_cell: "and2_4"
  worst_ep_arrival_time_ns: 6.68
  required_ns: 27.60
  crit_path_frequent_cell: "buf_4"
  critPathCaptureType: "output pin"
yosys:
  yosys-stat-cells: 37000
  synth_flops: 6563
  syn_area_um2: 434000
  syn_inst: 37000
  syn-mean-instance-area_um2: 11.7
  yosys.stat.seqShare_pct: 43.2
  synthArstFlopShare_pct: 29.0
  synth_warnings: 9
  ff_type: "edfxtp_1"
  edf_count: 4659
  yosys_area_um2: 434000
  synth.distinct_cells: 107
global_routing:
  antenna_found_initial: 93
  grt_pass1_vias: 299000
  grt_max_degree: 123
  grt_first_pass_wirelength_mm: 2020
  grt_overflow: 0
  grt_usage_pct: 27.0
placement:
  dpl.hpwl_mm: 1010
  gp_congestion: 0.988
  numPortBuffers: 218
  placed_area_um2: 454000
worst_hold_path:
  hp-class: "reg2reg"
layout:
  drive_gt1_share_pct: 7.61
  logic_area_um2: 218000
  stdcell_area_um2: 478000
  syn2layout_area_growth_pct: 10.1
  flop_area_um2: 188000
  fill_cells: 96900
final_timing:
  relSlewSlack_pct: 16.1
  worst_pin_slew_ns: 1.24
  fmax_mhz: 73.6
  clock-skew-final_ns: 0.0971
  setup_viol: 0
  rsz0062_at_grt: "false"
  finalHoldViolCount: 0
  fin_crit_sh_pct: 39.4
  fin_setup_tns_ns: 0
  slew_viol_final: 0
  final.min_clock_period_ns: 13.58
routing:
  wl_per_cell_um: 26.7
  vias: 285000
  viasPerCell: 5.50
  drtIter0Drc: 18000
  wirelength_mm: 1380
  ant_nets: 0
  drt_pass1_iterations: 8
  route.detailed.drc: 0
floorplan:
  fp.coreArea_um2: 1080000
  initCoreUtil_pct: 40.1
  num_rows: 382
  die_area_um2: 1090000
  fp.dieH_mm: 1.04
  ios: 219
  die_w_mm: 1.04
flow_run:
  warning_count: 432
  cap_violations: 0
run_status:
  outcome: "finished clean"
-- flip-flops by register name, indices dropped and copies added (netlist names), 29 cells and up --
name and flops:
COL_DCT.b3 30, COL_DCT.b6 32, COL_DCT.a4 30, timer 34
mem1 2240, COL_DCT.a0 32, mem2 2304, COL_DCT.b12 31
COL_DCT.b9 31, COL_DCT.a2 30, COL_DCT.a3 29, COL_DCT.b0 31
COL_DCT.b5 31, COL_DCT.a1 32, COL_DCT.a5 32, COL_DCT.b10 30
COL_DCT.b15 32
-- worst max-delay path: cells and delay by family (launching register included) --
kind	cells	cell delay, ns
buf+inv	4	2.21
compound gates	3	1.19
flops	1	0.76
simple gates	2	1.23
-- logic make-up (layout without fill, tap and decap cells) --
logic type      after synthesis  count (layout)  share of synthesized area, %
compound gates             9539            9539                          15.9
buf+inv                    7657            7889                          6.63
fa+ha+maj                  6825            6825                          24.4
flops                      6563            6563                          43.2
simple gates               4171            4171                          4.96
xor+xnor                   1698            1698                          3.43
mux                         554             554                          1.42
other cells                   1             146                      0.000864
-- synthesized netlist by cell type, drive strengths merged (476+ instances only) --
| library cell | instances | area share [%] |
|---|---|---|
| nand2 | 606 | 0.52 |
| dfrtp | 1904 | 11 |
| ha | 4100 | 12 |
| xnor2 | 1216 | 2.5 |
| o21ai | 613 | 0.71 |
| fa | 2725 | 13 |
| nor2b | 692 | 1.0 |
| xor2 | 482 | 0.97 |
| inv | 5350 | 4.6 |
| edfxtp | 4659 | 32 |
| a22oi | 938 | 1.6 |
| clkbuf | 1802 | 1.6 |
| buf | 498 | 0.44 |
| a21oi | 1232 | 1.4 |
| nor2 | 1035 | 0.90 |
| a221oi | 476 | 0.97 |
| a21o | 4401 | 7.6 |
-- cells in the final DEF (no fill, tap or decap), types with 233 or more instances in the layout --
master	Yosys	routed
inv_1	5348	5348
edfxtp_1	4659	4659
a21o_1	4401	4401
ha_1	4100	4096
fa_1	2725	2725
dfrtp_1	1904	1883
a21oi_1	1226	1226
xnor2_1	1216	1212
nor2_1	1035	1029
buf_4	0	991
a22oi_1	938	938
clkbuf_16	0	723
nor2b_1	691	689
nand2_1	606	605
o21ai_0	595	595
xor2_1	482	481
a221oi_1	471	471
mux2_2	470	470
a22o_1	353	353
nor3_1	329	324
and3_1	324	290
nand3_1	273	273
nand4_1	253	253
o21bai_1	233	233
-- final timing paths --
check                                from             end  slack (ns)  cells past startpoint
max reg2reg                       cnt1[0]  COL_DCT.e2[18]       25.44                     29
min                        ROW_DCT.m1[26]  ROW_DCT.z1[12]        0.29                      0
min in group asynchronous           rst_n  ROW_DCT.b1[25]        5.66                      1
min reg2reg                ROW_DCT.m1[26]  ROW_DCT.z1[12]        0.29                      0
max in group asynchronous           rst_n  COL_DCT.b12[4]       23.04                     10
max                                 bank2           z0[5]       20.92                      9
-- metal layers --
metal,track usage (%),vias up,wire [um]
met5,0.344,-,769
met4,11.4,68,75400
met3,13.1,2480,161000
met2,41.9,12100,653000
met1,32.9,141000,492000
li1,-,129000,-
-- stage by stage --
stage	setup WS [ns]	utilization (%)	hold WS, ns	cells
floorplan	12.71	-	0.331	37000
global placement	21.79	42.0	0.332	50400
detailed placement	21.65	42.0	0.335	50400
CTS	20.93	44.1	0.303	51600
global route	20.63	44.2	0.325	51700
finish	20.92	44.2	0.287	51800
-- cell type report --
cell class              count  area share (%)
repair buffers           1243            2.16
multi-input cells       22800            45.7
diodes                    145          0.0759
clock inverters           345           0.782
clock buffers             944            4.08
inverters                5357            4.21
well taps               14400            3.77
flip-flops and latches   6563            39.3
